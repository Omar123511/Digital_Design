**flow/run.sh**
```bash
#!/bin/bash
# OpenROAD 26Q1-2900-gdf79404cd8, Yosys 0.63+post, stock flow scripts
make -C /OpenROAD-flow-scripts/flow DESIGN_CONFIG=/design/flow/config.mk WORK_HOME=/design/flow/orfs finish
```
**flow/config.mk**
```make
export PLATFORM = sky130hd
export DESIGN_NAME = clk_div_by_10
export DESIGN_NICKNAME = clk_div_by_10
export VERILOG_FILES = /design/flow/design.v
export SDC_FILE = /design/flow/constraint.sdc
export NUM_CORES = 4
export LEC_CHECK = 1
export CORE_AREA = 10 10 70 70
export DIE_AREA = 0 0 80 80
```
**flow/constraint.sdc**
```tcl
current_design clk_div_by_10

set clk_period 1.2
set clk_io_pct 0.2

create_clock -name clk0 -period $clk_period [get_ports {i_clk}]

set non_clock_inputs [all_inputs -no_clocks]
set_input_delay [expr $clk_period * $clk_io_pct] -clock clk0 $non_clock_inputs
set_output_delay [expr $clk_period * $clk_io_pct] -clock clk0 [all_outputs]
```
**flow/design.v**
```verilog
module clk_div_by_10 (
	input i_clk,     
	input i_rst_n,   
	output reg o_clk
);
	reg [3:0] r_counter;
	reg r_q;
  mod_10_counter mod_10_counter_inst_0 (i_clk, i_rst_n, r_counter);
  dff dff_inst_0 (i_clk, i_rst_n, r_counter[2], r_q);
  assign o_clk = r_counter[2] | r_q;
endmodule : clk_div_by_10
module dff (
  input      i_clk,
  input      i_rst_n,
  input      i_d,
  output reg o_q
);
  always@(posedge i_clk, negedge i_rst_n) begin
    if(!i_rst_n) begin
	  o_q <= 0;
	end
	else begin
	  o_q <= i_d;
	end
  end
endmodule
module mod_10_counter (
	input i_clk,     
	input i_rst_n,   
	output reg [3:0] o_count
);
  reg l_q_0, l_q_1, l_q_2, l_q_3; 
  dff dff_inst_0 (i_clk, i_rst_n, (~l_q_0), l_q_0);
  dff dff_inst_1 (i_clk, i_rst_n, ((l_q_1 & ~l_q_0) | (~l_q_3 & ~l_q_1 & l_q_0)), l_q_1);
  dff dff_inst_2 (i_clk, i_rst_n, ((l_q_2 & ~l_q_1) | (l_q_2 & ~l_q_0) | (~l_q_2 & l_q_1 & l_q_0)), l_q_2);
  dff dff_inst_3 (i_clk, i_rst_n, ((l_q_3 & ~l_q_0) | (l_q_2 & l_q_1 & l_q_0)), l_q_3);
  assign o_count = {l_q_3, l_q_2, l_q_1, l_q_0};
endmodule : mod_10_counter
```
==> results_dict.tcl <==
# implementation run metrics
set metrics [dict create \
    final_util_pct 8.86 \
    drive_gt1_share_pct 36.4 \
    grtUsageMet2_pct 1.28 \
    die_x_um 80 \
    drc 0 \
    cts_made_buffers 3 \
    globalRouteMet1Util_pct 1.27 \
    die-area_um2 6400 \
    pwr-share-comb_pct 1.6 \
    gp_congestion 0.634 \
    clkPwrFrac_pct 53.1 \
    grt_pass1_vias 142 \
    synthCells 14 \
    syn_avg_cell_area_um2 12.9 \
    synth_area_um2 180 \
    slew_viol_final 0 \
    layout_top_cell "dfrtp_1" \
    p_per_area_nw_per_um2 1230 \
    p_sw_mw 0.0752 \
    cp_max_fo 2 \
    area_delta_synth_final_pct 68.1 \
    ys_seq_elements 5 \
    row_count 21 \
    antenna_found_initial 0 \
    ant_nets 0 \
    slew_headroom_pct 85.0 \
    seqCellArea_um2 125 \
    fin_ws_ps 9.10 \
    status "finished clean" \
    n_antenna_cell 0 \
    setup_violations 0 \
    grt_max_degree 6 \
    place_ws_ps -60.2 \
    ios 3 \
    switching_share_pct 20.2 \
    fp_util_pct 5.27 \
    drt-pass1-iter-count 2 \
    fin_setup_tns_ps 0 \
    clkTransAtPathRegs_ps 40 \
    logic_area_um2 50.0 \
    period_used_pct 99.2 \
    grt_use_total_pct 1.39 \
    cts_tree "built" \
    yosys_cells 14 \
    yosys_area_um2 180 \
    grt_pass1_wl_um 600 \
    htree_levels 1 \
    clk_path_buf_depth 2 \
    wire_per_inst_um 5.00 \
    drt_wl_total_um 340 \
    io_buffer_count 2 \
    busiest_layer "met3" \
    n_fill_cell 404 \
    hold_viol 0 \
    leakagePower_nw 0.123 \
    r2r_start "mod_10_counter_inst_0.dff_inst_2.o_q" \
    final_layout_top_logic_cells "dfrtp_1 (5), clkbuf_4 (3), inv_1 (2), buf_4 (2)" \
    fin_crit_ps 1190 \
    worst_pin_slew_ps 224 \
    cp-end-kind "output port" \
    vias 121 \
    warning_count 26 \
    root_buffer "clkbuf_4" \
    vdd_drop_max_mv 0.207 \
    cp.arrival_ps 950 \
    via_per_inst 1.78 \
    fmax_mhz 840 \
    clkLatencyLatePin_ps 250 \
    critical_path_class "flip-flop to output port" \
    finClkSkew_ps 3.73 \
    grt_remaining_overflow 0 \
    clock_sinks 5 \
    ff2ff_setup_slack_ps 280 \
    first_iter_violations 23 \
    core_area_um2 3420 \
    rr_worst_depth 4 \
    ys_seq_share_pct 69.4 \
    cts-hold-fix-buffers 0 \
    crit_path_start_kind "flip-flop" \
    p_int_mw 0.298 \
    ys_warn_count 3 \
    seqPwrFrac_pct 45.3 \
    cap_violations 0 \
    die_h_um 80 \
    rsz0062_at_grt "true" \
    ys_types 9 \
    hold_path.class "primary input to asynchronous set/reset pin" \
    cp_data_required_time_ps 960 \
    met3_usage_pct 2.61 \
]
-- area by class of cell --
cell class                      count  area share (%)
Multi-Input combinational cell      7            16.5
Timing Repair Buffer                4            12.0
Clock buffer                        4            8.68
Sequential cell                     5            41.3
Tap cell                           46            19.0
Inverter                            2            2.48
-- cells in the mapped netlist --
master / count / share of area, %
nand2_1: 1 / 2.1
xnor2_1: 1 / 4.9
dfrtp_1: 5 / 69
nor2_1: 1 / 2.1
mux2_4: 1 / 8.3
inv_1: 2 / 4.2
or2_2: 1 / 3.5
nand3_1: 1 / 2.8
o21ai_0: 1 / 2.8
-- how the worst max path moves through the flow --
stage                                     from  endpoint  slack (ps)  depth (start not counted)
6_report  mod_10_counter_inst_0.dff_inst_2.o_q     o_clk           9                          2
4_1_cts                         dff_inst_0.o_q     o_clk           5                          2
5_1_grt                         dff_inst_0.o_q     o_clk         -20                          2
-- power by group through the flow --
| stage | combinational [mW] | clock (mW) | sequential [mW] |
|---|---|---|---|
| finish | 0.00591 | 0.198 | 0.169 |
| CTS | 0.00609 | 0.208 | 0.169 |
| global route | 0.00689 | 0.227 | 0.169 |
-- critical path, stage by stage (launching register included) --
cell     delay (ps)
dfrtp_1         370
or2_4           230
buf_6           100
-- cells by family (layout without fill, tap and decap cells) --
kind of cell,after synthesis,after routing,share of synthesized area (%)
flip-flops,5,5,69.4
AND/OR/NAND/NOR,4,4,10.4
buffers and inverters,2,10,4.17
AND-OR/OR-AND,1,1,2.78
XOR/XNOR,1,1,4.86
multiplexers,1,1,8.33
-- metrics by stage --
stage	cells	total power [mW]	instance area, µm²	hold slack, ps
final	68	0.373	303	212
after global routing	68	0.403	303	221
after CTS	67	0.383	289	209
after detailed placement	63	0.178	265	472
after global placement	63	0.177	265	465
after floorplan	14	0.172	180	-55.6
-- routing by layer --
metal	part of all wire (%)	vias to the layer above
met2	29	6
li1	-	59
met3	25	0
met1	45	56
met4	0	0
met5	0	-
-- repair_timing --
action	in CTS	in global routing
resized	4	1
endpoints found under the setup margin	1	1
setup buffers	0	1
Power is estimated from default activity; no workload was simulated.
